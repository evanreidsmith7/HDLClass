$ cat flow/design.v
parameter m1 = 0;
parameter m2 = 1;
parameter r1 = 2;
parameter r2 = 3;
parameter r3 = 4;
parameter r4 = 5;
parameter r5 = 6;
parameter r6 = 7;
parameter r7 = 8;
parameter r8 = 9;
parameter i1 = 10;
parameter i2= 11;
parameter ir1 = 12;
parameter ir2 = 13;
module MainMemory(Clk,MemDataOut,DataIn, address, nRead,nWrite, nReset);
input logic [255:0] DataIn;  
input logic nRead,nWrite, nReset, Clk;
input logic [15:0] address;
output logic [255:0] MemDataOut;  
 logic [255:0]MainMemory[14];  
always_ff @(negedge Clk or negedge nReset)
begin
	if (~nReset) begin
	MemDataOut = 0;
   MainMemory[m1] <= 256'h0008_000c_0008_0006_000c_0010_000d_0009_000a_0009_0005_000d_000c_0003_000a_0006;
	MainMemory[m2] <= 256'h0003_0004_0007_0008_0007_0008_000e_0007_0010_0009_000c_000b_000c_0005_0005_0006;
	MainMemory[2] <= 256'h0;
	MainMemory[3] <= 256'h0;
	MainMemory[4] <= 256'h0;
	MainMemory[5] <= 256'h0;
	MainMemory[6] <= 256'h0;
	MainMemory[7] <= 256'h0;
	MainMemory[8] <= 256'h0;
	MainMemory[9] <= 256'h0;
	MainMemory[10] <= 256'h6;
	MainMemory[11] <= 256'hd;
	MainMemory[12] <= 256'h0;
	MainMemory[13] <= 256'h0;
      MemDataOut <= 0;
	end
  else if(address[15:12] == MainMemEn)  
		begin
			if (~nRead)begin
				MemDataOut <= MainMemory[address[11:0]];  
			end
			if(~nWrite)begin
		    MainMemory[address[11:0]] <= DataIn;
			end
		end
end  
endmodule
$ cat flow/run.sh
#!/bin/bash
# OpenROAD 26Q1-2900-gdf79404cd8, Yosys 0.63+post, stock flow scripts
make -C /OpenROAD-flow-scripts/flow DESIGN_CONFIG=/design/flow/config.mk WORK_HOME=/design/flow/orfs finish
$ cat flow/config.mk
export PLATFORM = sky130hd
export DESIGN_NAME = MainMemory
export DESIGN_NICKNAME = MainMemory
export VERILOG_FILES = /design/flow/design.v
export SDC_FILE = /design/flow/constraint.sdc
export NUM_CORES = 4
export LEC_CHECK = 1
export CORE_UTILIZATION = 40
$ cat flow/constraint.sdc
current_design MainMemory

set clk_period 4.0
set clk_io_pct 0.2

create_clock -name clk0 -period $clk_period [get_ports {Clk}]

set non_clock_inputs [all_inputs -no_clocks]
set_input_delay [expr $clk_period * $clk_io_pct] -clock clk0 $non_clock_inputs
set_output_delay [expr $clk_period * $clk_io_pct] -clock clk0 [all_outputs]
==> reports/results.txt <==
Pins Over Slew Limit - 0
Main flop type - dfrtn_1
CTS HTree Levels - 5
Tot GR Track Use - 0.2607
Dpl hpwl - 334700 um
Static leakage - 0.09948 uW
CP Max Fanout - 2
Clk ins delay skew pair - 0.97 ns
Global-route wire length before repair - 785900 um
Number of global-route vias before repair - 120100
Slew margin rel. - 0.5986
RSZ-0062 raised after global routing - yes
Cell depth of the worst setup path - 1
Final setup fails - 3420
Critical path endpoint - MemDataOut[252]
Finished Core Util - 0.5148
Yosys synthesis chip area - 166200 um^2
Root Buffer - clkbuf_16
Worst Path Class, Setup - register to output pin
Setup Skew - 0.07326 ns
Violated checks - negative setup slack
Worst IR drop on VDD - 0.0003483 V
Status - finished with violations
Pin count of the biggest net entering global routing - 103
DIE AREA - 418200 um^2
CP peak stage delay - 0.64 ns
Final wirelength - 535300 um
Fp util - 0.4021
Via count - 113100
Vias per cell - 5.750
Core region area - 413400 um^2
Reg2Reg Depth - 6
Gate power share - 0.109
DRT iter0 DRCs - 6416
Synth Seq Share - 0.5786
Layout cells sized above 1 - 0.4591
Crit path from - MemDataOut[252]
Cells along the critical path - buf_2
Comb area - 67700 um^2
Ys cells - 12290
Slowest CP cell - dfrtn_1
Num CTS Buffers - 407
Top cells excl fill/tap - 3771 x dfrtn_1, 3066 x mux2_2, 1011 x a22oi_1
Final worst slack - -0.5331 ns
Gr ovfl total - 0
Post-synth cell types - 43
Gpl congestion - 0.8675
Critical path capture point type - output pin
FFs w/ async S/R, synth - 1.000
Overall die height - 646.7 um
DR DRC count - 0
Fin. Hold Viols - 0
Io pins - 532
R2r setup slk - 2.30 ns
GRT busiest layer - met2
Rows - 236
DRT Pass-1 Iters - 5
CTS tree - yes
Internal - 71190 uW
Hold Buf Count CTS - 0
Clk pwr share - 0.412
Sw Share - 0.2482
Worst path bufs/invs - 1
Worst hold path type - register to register
Setup_tns - -473.14 ns
Fillers - 32680
Die Width - 646.7 um
Switching pwr - 23500 uW
Tool Warnings - 110
R2R Path Start - MainMemory[10][2]
Sink Count - 3840
Most frequent logic cell in the layout - dfrtn_1
Synthesized area - 166200 um^2
Wirelength per Cell - 27.22 um
Max Root-Sink Buffers - 4
Area growth from synthesis to layout - 28.03%
Worst-margin pin slew - 0.6021 ns
Critical Path RT - 3.20 ns
Initial antenna violation count - 10
Syn avg cell area - 13.53 um^2
Post-synth EDFFs - 0
Hold depth - 1
CP top delay family - flip-flops
Seq pwr share - 0.478
FF-to-FF End - MemDataOut[2]
Pwr/cell area - 444.9 nW/um^2
Register Area - 96180 um^2
Critical Path AT - 3.73 ns
Met2 Usage GRT - 0.3823
Met3 Use GR - 0.1046
Ys Warns - 4
Syn Inst Count - 12290
Flops after synth - 3840
Met1 usage - 0.3664
CP Launch Type - register
Number of buffers inserted by port buffering - 522
DRT antenna net count - 0
Clock slew at reported path FFs - 0.04 ns
Max-cap violations - 0
-- state kept, by name, indices dropped and copies added (netlist names) --
signal and flops:
MemDataOut 256, MainMemory 3584
-- cell families (layout without fill, tap and decap cells) --
| group | Yosys count | after routing | synth area share |
|---|---|---|---|
| buffers and inverters | 1223 | 3115 | 0.03206 |
| flip-flops | 3840 | 3840 | 0.5786 |
| multiplexers | 4095 | 4095 | 0.2736 |
| other | 0 | 8 | 0 |
| AND-OR/OR-AND | 2562 | 2562 | 0.1023 |
| AND/OR/NAND/NOR | 569 | 569 | 0.01348 |
-- synth_stat cells (74+ instances only) --
library cell | n | area (um^2)
o22ai_1 | 765 | 4786
o21ai_0 | 260 | 1301
mux2i_1 | 510 | 5105
dfrtn_1 | 3771 | 94370
buf_2 | 369 | 1847
buf_4 | 74 | 555.5
buf_1 | 74 | 277.8
clkbuf_1 | 699 | 2624
a211oi_1 | 252 | 1892
nor2_1 | 514 | 1929
a21oi_1 | 253 | 1266
mux2_2 | 3525 | 39690
a22oi_1 | 1019 | 7650
-- worst min path at each step --
stage                 startpoint                 end
finish        MainMemory[4][154]  MainMemory[4][154]
global route  MainMemory[4][150]  MainMemory[4][150]
CTS           MainMemory[4][149]  MainMemory[4][149]
-- per-layer routing --
layer,vias to the layer above,part of all wire
met5,-,0.00027
met4,5,0.042
met3,887,0.10
met2,4136,0.45
met1,59130,0.41
li1,48900,-
-- final cells by class --
type	instances	area share
clock buffers	603	0.05710
diodes	8	0.00009406
flip-flops and latches	3840	0.4519
clock inverters	222	0.009606
repair buffers	2284	0.1309
well taps	5474	0.03218
inverters	6	0.0001058
multi-input cells	7226	0.3181
-- worst reg2reg max path, stage by stage, from the launching register on --
cell and delay (ns):
dfstp_2 0.36, mux2_2 0.25, a22oi_1 0.19, o22ai_1 0.17
nor4_1 0.33, buf_4 0.16, nor2_1 0.03
-- power groups by stage --
stage                 registers [uW]  clock network [uW]  logic [uW]
after global routing           45700               41200       11300
after CTS                      45300               39600       10100
final                          45300               39000       10400
-- through the flow --
stage	power [uW]	hold slack, ns	instance area, um^2	setup slack, ns	instances
4_1_cts	95000	0.4405	208800	-0.6003	19510
5_1_grt	98210	0.4437	212800	-0.5410	19660
2_1_floorplan	49840	0.3862	166800	-0.4681	12290
3_5_place_dp	56180	0.4407	190900	-1.825	18490
3_3_place_gp	55790	0.4330	190900	-1.871	18490
6_report	94690	0.4361	212800	-0.5331	19660
-- repair_timing --
| action | 4_1_cts | 5_1_grt |
|---|---|---|
| gates cloned | 65 | 61 |
| gates resized | 807 | 976 |
| setup buffers | 139 | 93 |
| setup endpoints to repair | 4096 | 3703 |
| pin swaps | 9 | 179 |
Power is estimated from default activity; no workload was simulated.
